$ cat flow/config.mk
export PLATFORM = sky130hd
export DESIGN_NAME = control
export DESIGN_NICKNAME = control
export VERILOG_FILES = /design/flow/design.v
export SDC_FILE = /design/flow/constraint.sdc
export NUM_CORES = 4
export LEC_CHECK = 1
export CORE_AREA = 10 10 96 96
export DIE_AREA = 0 0 106 106
$ cat flow/constraint.sdc
current_design control

set clk_period 2.1
set clk_io_pct 0.2

create_clock -name clk0 -period $clk_period [get_ports {clk}]

set non_clock_inputs [all_inputs -no_clocks]
set_input_delay [expr $clk_period * $clk_io_pct] -clock clk0 $non_clock_inputs
set_output_delay [expr $clk_period * $clk_io_pct] -clock clk0 [all_outputs]
$ cat flow/design.v
module control (
    input clk, load_r, load_wr, relu,
    input reset,
    output [1:0] load_mem,
    output reg rst_mem, rst, flag,
    output reg [5:0] cnt_r, cnt_c, 
    output reg [4:0] cnt_w, 
    output reg done, stop_proc
) ;
    assign load_mem = {load_r, load_wr};
    wire [1:0] sig;
    assign sig = {|load_mem, reset};
    always @ (posedge clk) begin
    case (sig)
        2'b01 : begin 
                done <= 0;
                rst <= 0;
                rst_mem <= 0;
                flag <= 0;
                cnt_r <= 0;
                cnt_c <= 0;
                cnt_w <= 0;
                end
        2'b10 : begin
                done <= 0;
                rst <= 0;
                flag <= 0;
                cnt_r <= 0;
                cnt_c <= 0;
                cnt_w <= 0;
                end
        2'b11 : begin 
                done <= 0;
                rst <= 0;
                flag <= 0;
                rst_mem <= 0;
                cnt_r <= 0;
                cnt_c <= 0;
                cnt_w <= 0;
                end
       2'b00 : begin
                rst <= 1;
                rst_mem <= 1;
                        if(done) begin
                        if(relu)begin
                        flag <= 1;
                        rst_mem <= 0;
                        cnt_r <= 0;
                        cnt_c <= 0;
                        cnt_w <= 0;
                        stop_proc <= 1;
                        end
                        else begin
                        rst_mem <= 0;
                        flag <= 0;
                        cnt_r <= 0;
                        cnt_c <= 0;
                        cnt_w <= 0;
                        stop_proc <= 1;
                        end
                        end
                        else begin
                        cnt_w <= cnt_w + 1;
                        if (cnt_c < 5'd5) cnt_c <= cnt_c + 1;
                        else begin
                        cnt_c <= 0;
                        cnt_r <= cnt_r + 1;
                        end
                        end 
                        if (cnt_w == 5'd24) begin
                        done <= 1;
                        end
                        end                
        default : begin
                done <= 0;
                 rst <= 0;
                 flag <= 0;
                rst_mem <= 0;
                cnt_r <= 0;
                cnt_c <= 0;
                cnt_w <= 0;
                end
        endcase
    end
endmodule
$ cat flow/run.sh
#!/bin/bash
# OpenROAD 26Q1-2900-gdf79404cd8, Yosys 0.63+post, stock flow scripts
make -C /OpenROAD-flow-scripts/flow DESIGN_CONFIG=/design/flow/config.mk WORK_HOME=/design/flow/orfs finish
==> notes.org <==
* Implementation run

** Outcome
- The run finished with clean final reports.

** Die
- The vertical die dimension reported for this design is 106 µm.
- The horizontal die dimension reported for this design is 106 µm.
- The floorplan report gives the top-level pin count as 29.
- Core region area :: 0.007214 mm²
- Floorplan Utilization :: 12.31%
- The overall die size recorded for this design is 0.01124 mm².
- The initialized floorplan defines 31 standard-cell rows.

** Worst setup path
- Largest driver fanout on the critical path :: 3
- The critical path is of the in -> out type.
- Crit-path most repeated cell :: sky130_fd_sc_hd__clkdlybuf4s50_1
- Buffers plus inverters on the worst setup path :: 2
- Levels on crit path :: 2
- Per STA, the endpoint of the critical path is load_mem[1].
- The data arrival time reported for the critical path is 1.46 ns.
- STA puts the critical path data required time at 1.68 ns.
- On the critical path, the stage with the largest delay is an instance of sky130_fd_sc_hd__clkdlybuf4s50_1.
- Series of cell instances along the critical path :: clkdlybuf4s50_1 > clkdlybuf4s50_1
- Cell type group with the largest total delay on the critical path :: buffers and inverters
- Worst r2r src :: cnt_c[0]
- STA shows the worst reg2reg path with a cell count of 4.
- The timing report gives the worst reg2reg path a setup slack of 0.83 ns.
- According to the timing report, the critical path is launched from load_r.
- STA lists the endpoint of the worst register-to-register path as cnt_r[5].
- The worst setup path is launched from an input port.
- The longest incremental delay of any stage on the critical path is reported as 0.55 ns.
- STA classifies the critical path endpoint as an output port.

** Synth
- After synthesis, flip-flops and latches occupy 57.46% of the total area.
- Library cells used by synthesis :: 25
- Summing every instance area after synthesis gives 888.4 µm².
- Cells in synth_stat.txt :: 78
- Synth Warn # :: 1
- Adder Area Share :: 7.042%
- Dominant kind of combinational cell :: simple AND/OR/NAND/NOR gates
- Synthesis produced 78 cells.
- Post-synth area from yosys stat :: 888.4 µm²
- After synthesis, the share of flip-flops with an asynchronous set or reset is 0%.
- Per the synth log, the flip-flop and latch total comes to 21.
- AO/OA Area Share :: 1.972%
- Area share of xor/xnor cells in the synthesized design :: 7.887%
- Number of flops mapped to enable cells by yosys :: 9
- In the synthesized netlist, mux cells make up 0% of the area.
- Post-Syn Area per Cell :: 11.39 µm²
- Among all flip-flop cells after synthesis, the most frequent one is sky130_fd_sc_hd__dfxtp_1.
- In this run, the synthesized area fraction spent on and/or/nand/nor cells is recorded as 19.15%.

** Detailed routing
- Number of antenna cells inserted :: 0
- Final routed wire length divided by cell count :: 9.515 µm
- For this run, design rule violations remaining after detail routing come to 0.
- In this run the remaining antenna-violating nets after routing total 0.
- Detailed routing inserted a total of 603 vias.
- Final wirelength :: 1960 µm
- Violation count after the first detailed-route iteration :: 24
- Vias per Instance :: 2.927
- The first detailed-routing pass ran for 2 iterations.

** Layout
- The finished layout reports a core utilization of 18.19%.
- Relative area change from synthesis to final layout :: 47.75%
- Fill cells in the final layout number 797.
- Most numerous logic cells after layout :: sky130_fd_sc_hd__clkdlybuf4s50_1 (27), sky130_fd_sc_hd__nor2_1 (12), sky130_fd_sc_hd__dfxtp_1 (12)
- Highest-count logic cell in the final layout :: sky130_fd_sc_hd__clkdlybuf4s50_1
- The layout summary lists the proportion of cells stronger than drive strength 1 as 9.346%.
- Once layout is done, the placed cells without fillers occupy 0.001313 mm².

** Clocking
- CTS built an H-tree with a depth of 1.
- Number of instances resized during post-cts repair :: 0
- The registers of the reported paths see a clock transition of 0.08 ns.
- For this design, the sink count on the clock tree is 21.
- Buffers from clock root to sink, at most :: 2
- In this run, CTS created clock tree buffers numbering 3.
- The skew report gives the latency at the later pin of the worst-skew pair as 0.25 ns.
- TritonCTS clock tree :: done
- The post-CTS hold buffer count recorded in the log is 0.
- Setup Buffers After CTS :: 0
- The cell sitting at the root of the clock tree is a sky130_fd_sc_hd__clkbuf_8.

** Placement
- Half-perimeter wire length after detailed placement :: 1523 µm
- After its last routability iteration, the placer logged a weighted congestion of 0.7435.
- During placement, the flow inserted port buffers numbering 27.
- In this run the cell area measured after placement is 0.001266 mm².

** STA
- Achievable clock frequency :: 531.3 MHz
- Unrepaired setup endpoints after global routing :: false
- The final max-slew violation count recorded for this run is 0.
- Setup total negative slack on the finished layout was measured at 0 ns.
- Crit share post-route :: 89.63%
- Clock skew :: 0.004162 ns
- The worst path in the final design needs a cycle of 1.882 ns, including I/O delays and setup.
- Final Hold Violation Tally :: 0
- Per the finish-stage timing summary, setup violations number 0.

** Flow run
- Tool warnings :: 27
- # Max-Cap Violations :: 0

** Global route
- The via count of the first global-routing pass was 654.
- Total global-route track usage over all layers is 3.527%.
- Pin count of the biggest net entering global routing :: 13
- Summed over all layers, the global routing overflow is 0.
- Wire length of the first global-routing pass :: 3243 µm
- The number of antenna violations at the first check in global routing came to 0.

** Power
- Pwr per Cell Area :: 571.3 mW/mm²
- VDD IR max :: 0.0001948 V
- The analysis attributes to cell leakage a power of 0.4559 nW.

** Worst hold path
- Kind of path behind the tightest hold check :: reg -> reg
- Hold path cells :: 1
per-stage QoR:
step | hold WS (ns) | power (mW) | setup WS, ns | std cells
2_1_floorplan | 0.4297 | 0.4648 | 0.9209 | 79
3_3_place_gp | 0.4677 | 0.5022 | 0.2188 | 202
3_5_place_dp | 0.4794 | 0.5021 | 0.2110 | 202
4_1_cts | 0.5015 | 0.7663 | 0.2102 | 206
5_1_grt | 0.5321 | 0.7946 | 0.1705 | 206
6_report | 0.4889 | 0.7499 | 0.2177 | 206
cell usage after synthesis (2+ instances only):
cell / number / area share (%)
sky130_fd_sc_hd__nand3_1: 4 / 2.3
sky130_fd_sc_hd__dfxtp_1: 12 / 27
sky130_fd_sc_hd__xor2_1: 5 / 4.9
sky130_fd_sc_hd__buf_4: 3 / 2.5
sky130_fd_sc_hd__nor2_1: 12 / 5.1
sky130_fd_sc_hd__edfxtp_1: 9 / 30
sky130_fd_sc_hd__nand2_1: 2 / 0.85
sky130_fd_sc_hd__conb_1: 2 / 0.85
sky130_fd_sc_hd__ha_1: 5 / 7.0
sky130_fd_sc_hd__and2_1: 3 / 2.1
sky130_fd_sc_hd__inv_1: 5 / 2.1
sky130_fd_sc_hd__xnor2_1: 3 / 3.0
layer usage:
layer | vias up | track usage, % | wire length (µm)
met5 | - | 0 | 0
met4 | 0 | 0.4836 | 18
met3 | 2 | 2.508 | 284
met2 | 22 | 4.505 | 705
met1 | 272 | 4.812 | 951
li1 | 307 | - | -
worst min-delay path by stage:
stage | to | slack [ns] | startpoint
4_1_cts | cnt_c[0] | 0.50 | cnt_c[0]
5_1_grt | cnt_c[0] | 0.53 | cnt_c[0]
6_report | cnt_c[0] | 0.49 | cnt_c[0]
power breakdown:
group	internal (mW)	switching [mW]	total (mW)
registers	0.435	0.00711	0.442
logic	0.0330	0.0160	0.0490
clock network	0.132	0.127	0.259
sequential cells by signal, summed over array words and instances (netlist names):
name	count
rst	1
cnt_w	5
done	1
rst_mem	1
flag	1
cnt_r	6
cnt_c	6
area by class of cell:
class / instances / area, µm² / share of cell area, %
Timing Repair Buffer: 28 / 277.8 / 21.16
Clock buffer: 3 / 41.29 / 3.146
Clock inverter: 1 / 5.005 / 0.3813
Inverter: 6 / 22.52 / 1.716
Tap cell: 99 / 123.9 / 9.438
Multi-Input combinational cell: 48 / 331.6 / 25.26
Sequential cell: 21 / 510.5 / 38.89
cells by family after synthesis:
group / Yosys count
buffers and inverters: 10
adders and majority gates: 5
xor gates and xnor gates: 8
other: 2
and+or+nand+nor: 29
DFF: 21
AOI/OAI and AO/OA: 3
Power figures rest on the tool's default switching activity, not on a simulated workload.
